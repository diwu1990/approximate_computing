[./run.sh]
#!/bin/bash
# OpenROAD 26Q1-2900-gdf79404cd8, Yosys 0.63+post, stock flow scripts
make -C /OpenROAD-flow-scripts/flow DESIGN_CONFIG=/design/flow/config.mk WORK_HOME=/design/flow/orfs finish
[./config.mk]
export PLATFORM = sky130hd
export DESIGN_NAME = accumulator
export DESIGN_NICKNAME = accumulator
export VERILOG_FILES = /design/flow/design.v
export SDC_FILE = /design/flow/constraint.sdc
export NUM_CORES = 4
export LEC_CHECK = 1
export CORE_AREA = 10 10 70 70
export DIE_AREA = 0 0 80 80
[./constraint.sdc]
current_design accumulator

set clk_period 17.1
set clk_io_pct 0.2

create_clock -name clk0 -period $clk_period

set non_clock_inputs [all_inputs -no_clocks]
set_input_delay [expr $clk_period * $clk_io_pct] -clock clk0 $non_clock_inputs
set_output_delay [expr $clk_period * $clk_io_pct] -clock clk0 [all_outputs]
[./design.v]
module accumulator (
    input logic [12+1 : 0] A,  
    input logic [12+1 : 0] B,  
    input logic S,  
    output logic [12+1 : 0] O  
);
    assign O = S ? (A - B) : (A + B);
endmodule
==> run notes <==
The share of synthesized cell area in and, or, nand and nor gates is 20.7%, and the horizontal die dimension is 80 um. The tools report the detailed-route wire length as 2660 um. In the Yosys report the total cell count is 133. The floorplan report gives the top-level pin count as 43. Setup repair after global routing left no endpoint under its margin.

For this sky-water flow run, the detailed-routed wirelength per cell is reported as 12.1 um. Across all stage logs, warnings added up to 32. Max-cap violations in this run came to 0. With the maximum vdd drop at 17.3 uV, the starting utilization of the core area is 28.2%. The run gives 0 for the initial antenna violation count. The worst setup path is launched from a primary input. Of the synthesized area, sequential elements account for 0%. Share of layout cells above drive strength 1: 4.60%. For this run, the detailed router reports a per-instance via density of 4.86.

The clock buffers instantiated in the layout total 0. Of the total synthesized cell area, the portion taken by XOR and XNOR cells is 20.0%. Yosys reports that the most numerous cell types are sky130_fd_sc_hd__nor2_1 (18), sky130_fd_sc_hd__xnor2_1 (18), sky130_fd_sc_hd__ha_1 (14). The largest fanout on the critical path works out to 8. Once layout is complete, the utilization of the core stands at 42.1%. The endpoint class of the critical path is an output port. After technology mapping, the gate count stands at 133.

The synthesis-to-layout area growth is 49.5%, and the worst path arrival time is 6.51 ns. The total global routing track utilization came out at 8.30%. The logs give 2400 um for the placed wire-length estimate after detailed placement and 6400 sq um for the area of the die. The run gives 1064 for the via count of the first global-routing pass. After global routing the overflow that remains totals 0. Tracing the worst setup path back leads to its startpoint at B[4]. The floorplan step defined a core boundary enclosing 3420 sq um.

Library cell occupying the most area in the post-synthesis netlist: sky130_fd_sc_hd__ha_1. OpenSTA lists the critical path endpoint as O[13]. The share of synthesized area spent on multiplexers was 2.08%.

Classification of the worst setup path: primary input to output port. The netlist area before placement is 962 sq um. The synthesis run identifies the leading combinational cell family as AND-OR/OR-AND gates. Per the layout report, the design carries 371 filler cells.

From the final report, the count of setup violators was given as 0. The aoi/oai-family share of the synthesized area is 32.2%. In the final report, the number of pins over their slew limit comes to 0. The iteration count recorded for the first detailed-route pass is 4.

The die is 80 um tall. The tools report the row count as 21. Hold repair after CTS inserted 0 buffers.

After routing, the total negative slack on setup checks comes to 0 ns. The area reported by Yosys stat is 962 sq um, and the remaining design rule violation count is 0. The yosys warning tally came out at 0.

The flow ran to the end, and the final reports show no timing, DRC or antenna violations. The final layout contains a sequential cell count of 0. The area fraction in full adders, half adders and majority gates is 20.3%. The final critical-path share of the clock period is 58.0%, and the violation tally from detailed-route iteration zero is 63. The buffer_ports step reported a buffer count of 43. The global placer's final weighted congestion is 0.859, and the mean cell area of the mapped netlist is 7.23 sq um. The area taken by sequential standard cells is reported as 0 sq um. Per the OpenROAD power report, leakage power amounts to 0.000570 uW. The worst path needs 9.93 ns of the cycle, external delays included. Looking at the max-slew report, the worst-margin pin has a slew of 0.402 ns. The highest achievable clock rate is 0.101 GHz, and the residual antenna-violating net count after detailed routing is 0. Once the clock tree was built, the setup fixing pass inserted 0 buffers. For reference, the top cells by area after synthesis are sky130_fd_sc_hd__ha_1 (18%), sky130_fd_sc_hd__xnor2_1 (16%), sky130_fd_sc_hd__nor2_1 (7.0%). For the maximum number of pins on one net before global-route repair, the log shows 15.

With the count of cells resized by post-cts repair at 0, the power per cell area is 51.1 nW/um^2. The max-slew headroom at the worst pin came out at 72.5%. The tightest min-delay check is of the primary input to output port type.

Yosys mapped the design onto 40 distinct sky130hd cell types. The first global-routing pass estimated 4570 um of wire. The run gives 0 for the total count of hold-check failures in the final report. The fraction of synthesized cell area taken by the top area cell type is 18.2%, and the vias after detailed routing is 1069. The OpenROAD report gives the critical path a required time of 13.68 ns. The final antenna diode tally reported by the flow is 0.
==> placed cells by master (no fill, tap or decap) <==
master / n
sky130_fd_sc_hd__clkdlybuf4s50_1: 43
sky130_fd_sc_hd__nor2_1: 18
sky130_fd_sc_hd__xnor2_1: 18
sky130_fd_sc_hd__ha_1: 14
sky130_fd_sc_hd__a21oi_1: 12
sky130_fd_sc_hd__inv_1: 9
sky130_fd_sc_hd__nand2_1: 7
sky130_fd_sc_hd__nor3_1: 6
sky130_fd_sc_hd__o21ai_0: 5
sky130_fd_sc_hd__xor2_1: 4
sky130_fd_sc_hd__nand3_1: 3
sky130_fd_sc_hd__a31oi_1: 2
sky130_fd_sc_hd__a41oi_1: 2
sky130_fd_sc_hd__nor4_1: 2
sky130_fd_sc_hd__mux2i_1: 2
sky130_fd_sc_hd__a21o_1: 2
sky130_fd_sc_hd__nor2b_1: 2
sky130_fd_sc_hd__o21a_1: 2
sky130_fd_sc_hd__a31o_2: 1
sky130_fd_sc_hd__a31oi_2: 1
sky130_fd_sc_hd__o2111ai_1: 1
sky130_fd_sc_hd__nand4_1: 1
sky130_fd_sc_hd__a21oi_2: 1
sky130_fd_sc_hd__o41ai_2: 1
sky130_fd_sc_hd__a311o_2: 1
sky130_fd_sc_hd__o211a_1: 1
sky130_fd_sc_hd__a221oi_4: 1
sky130_fd_sc_hd__o31ai_2: 1
sky130_fd_sc_hd__or2_1: 1
sky130_fd_sc_hd__and2_1: 1
sky130_fd_sc_hd__or3_1: 1
sky130_fd_sc_hd__a2bb2oi_1: 1
sky130_fd_sc_hd__a2111oi_0: 1
sky130_fd_sc_hd__o31ai_1: 1
sky130_fd_sc_hd__a21boi_2: 1
sky130_fd_sc_hd__o21ai_1: 1
sky130_fd_sc_hd__or4b_1: 1
sky130_fd_sc_hd__a31o_1: 1
sky130_fd_sc_hd__fa_1: 1
==> where the power goes <==
group / switching, uW / leakage, uW / internal, uW
Combinational: 29.5 / 0.000570 / 43.9
Sequential: 0 / 0 / 0
Clock: 0 / 0 / 0
Total: 29.5 / 0.000570 / 43.9
==> how the worst min path moves through the flow <==
stage                 from   end  slack (ns)  depth (start not counted)
after CTS             A[0]  O[0]        7.84                          5
final                 A[0]  O[0]        7.83                          5
after global routing  A[0]  O[0]        7.89                          5
==> cell type report <==
type	count	area, sq um	share of cell area (%)
repair buffers	43	430	29.9
multi-input cells	122	917	63.7
well taps	46	57.6	4.00
inverters	9	33.8	2.35
==> worst max-delay path, cell delays in order <==
cell and delay, ns:
sky130_fd_sc_hd__clkdlybuf4s50_1 0.45, sky130_fd_sc_hd__nor3_1 0.35, sky130_fd_sc_hd__a41oi_1 0.24, sky130_fd_sc_hd__nor2_1 0.19, sky130_fd_sc_hd__xor2_1 0.16, sky130_fd_sc_hd__ha_1 0.32, sky130_fd_sc_hd__a21oi_1 0.28, sky130_fd_sc_hd__nand2_1 0.10
sky130_fd_sc_hd__o41ai_2 0.36, sky130_fd_sc_hd__xnor2_1 0.16, sky130_fd_sc_hd__clkdlybuf4s50_1 0.48
==> metal layers <==
| layer | track usage, % | up-vias | part of all wire [%] |
|---|---|---|---|
| met5 | 0 | - | 0 |
| met4 | 0 | 0 | 0 |
| met3 | 0.682 | 0 | 3.6 |
| met2 | 14.8 | 25 | 47 |
| met1 | 11.2 | 471 | 49 |
| li1 | - | 573 | - |
==> logic make-up (layout without fill, tap and decap cells) <==
logic type | count (synthesis) | count (layout)
adder cells (fa/ha/maj) | 15 | 15
XOR/XNOR | 22 | 22
buffers and inverters | 11 | 52
AND-OR/OR-AND | 40 | 40
multiplexers | 2 | 2
AND/OR/NAND/NOR | 43 | 43
==> metrics by stage <==
stage,area [sq um],worst slack [ns],hold WS (ns),total power (uW),std cells
2_1_floorplan,962,8.33,6.95,39.4,133
3_3_place_gp,1440,7.15,7.84,74.4,220
3_5_place_dp,1440,7.13,7.83,74.6,220
4_1_cts,1440,7.14,7.84,74.9,220
5_1_grt,1440,6.86,7.89,82.4,220
6_report,1440,7.17,7.83,73.5,220
Power and IR drop assume default switching activity.
