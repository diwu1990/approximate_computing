$ cat flow/config.mk
export PLATFORM = sky130hd
export DESIGN_NAME = LUT
export DESIGN_NICKNAME = LUT
export VERILOG_FILES = /design/flow/design.v
export SDC_FILE = /design/flow/constraint.sdc
export NUM_CORES = 4
export LEC_CHECK = 1
export CORE_AREA = 10 10 70 70
export DIE_AREA = 0 0 80 80
$ cat flow/constraint.sdc
current_design LUT

set clk_period 3.2
set clk_io_pct 0.2

create_clock -name clk0 -period $clk_period

set non_clock_inputs [all_inputs -no_clocks]
set_input_delay [expr $clk_period * $clk_io_pct] -clock clk0 $non_clock_inputs
set_output_delay [expr $clk_period * $clk_io_pct] -clock clk0 [all_outputs]
$ cat flow/design.v
module LUT (
    input logic [5:0] intPart,
    output logic [31:0] expInt  
);
    always_comb begin : proc_
        case (intPart)
            -5: expInt <= 32'd1766;  
            -4: expInt <= 32'd4801;  
            -3: expInt <= 32'd13051;  
            -2: expInt <= 32'd35477;  
            -1: expInt <= 32'd96437;  
            0: expInt <= 32'd262144;  
            1: expInt <= 32'd712581;  
            2: expInt <= 32'd1936997;  
            3: expInt <= 32'd5265303;  
            4: expInt <= 32'd14312577;  
            5: expInt <= 32'd38905619;  
            6: expInt <= 32'd105756438;  
            7: expInt <= 32'd287475803;  
            8: expInt <= 32'd781440251;  
            9: expInt <= 32'd2124174833;  
            default : expInt <= 32'hFFFFFFFF;
        endcase
    end
endmodule
$ cat flow/run.sh
#!/bin/bash
# OpenROAD 26Q1-2900-gdf79404cd8, Yosys 0.63+post, stock flow scripts
make -C /OpenROAD-flow-scripts/flow DESIGN_CONFIG=/design/flow/config.mk WORK_HOME=/design/flow/orfs finish
==> notes.md <==
impl run done, here's what came out: Mapped Area approximately 500 um2, starting DRC count in detailed routing 11, cell family with most CP delay buffers and inverters, Sw Ratio a little over two fifths, maximum VDD drop 0.0000429 V, registers 0, die footprint about 6400 um2, synth unique cells 22, initial antenna violation count 0, Final Max Slew Viols 0, vias in the first global route just under 700, Resized Gates After CTS 0, endpoints failing hold 0, cell mode on critical path clkdlybuf4s50_1, Worst Hold Class in -> out, Area Overhead vs Synth 98.0%, max incr delay on CP slightly below 500 ps, number of max-cap violations 0, Cell Chain, Critical Path clkdlybuf4s50_1 > inv_1 > ha_1 > and2_1 > or2_0 > o21ai_1 > clkdlybuf4s50_1, Crit path arrival time ~2400 ps, Hold Path Depth 4, antenna-violating nets left 0, Cell Rows 21, post-route cell area ~1000 um2, unrepaired setup endpoints after global routing false, fp util 14.5%, CP max-delay cell clkdlybuf4s50_1, HP Start intPart[4], DRC viols 0, WS Path Type in -> out, cts hold-fix bufs 0, result of the run finished clean, total net switching power around 41 uW, Port Buffers 38, Total GRT Usage about 6.5%, largest net degree at the start of global routing 16, Die Y 80 um, core area around 3400 um2, DR pass1 iterations 4, syn_area_per_cell between 6 and 7 um2, drt via density between 4 and 5, Lkg Pwr slightly above 0.4 nW, gp weighted congestion about 0.84, Worst Tran Pin Value 342 ps, Clock power frac 0%, Worst EP required 2560 ps, Bufs and invs on worst path 3, first-pass GRT wire length ~3400 um, cycle use final between 90% and 100%, Tool Warnings 39, cell area after placement 977 um2, crit path capture type primary output, DIE WIDTH roughly 80 um, Ant. Diodes 0, Internal Power between 50 and 60 uW, Power per Cell Area 100 nW/um2, wirelength, routed roughly 2100 um, Post-Synthesis Cells ~77, routed vias about 700, Yosys Chip Area around 500 um2, Seq/Total Area, Yosys 0%, hold endpoint expInt[23], num ports 38, layout cells sized above 1 13.3%, Final min period roughly 3100 ps, # clk buffers 0, post-CTS setup buffer count 0, remaining global-route overflow 0, Reg power frac 0%, DR WL/cell 12.9 um, Max Clock Freq about 330 MHz, Synth Warn # 1, Max-slew headroom roughly 77%, Combinational Power Share about 100%, # Cells Yosys ~77, final tally of setup violations 0, hpwl dp 1810 um, Flop area 0 um2, CP startpoint kind input port, crit-path max FO 3, setup TNS 0 ps
-- cell families after synthesis --
logic type               count (synthesis)  share of synthesized area [%]
AND-OR/OR-AND                           25                           30.0
adder cells (fa/ha/maj)                  9                           22.7
buffers and inverters                   13                           13.3
multiplexers                             2                           4.03
AND/OR/NAND/NOR                         28                           30.0
-- synthesized netlist by cell type --
cell | instances | area share [%]
a21boi_0 | 2 | 3.0
a21o_1 | 3 | 4.5
a21oi_1 | 5 | 5.0
a21oi_2 | 1 | 1.8
and2_1 | 2 | 2.5
buf_2 | 2 | 2.0
buf_4 | 4 | 6.0
ha_1 | 9 | 23
inv_1 | 6 | 4.5
inv_2 | 1 | 0.75
mux2i_1 | 2 | 4.0
nand2_1 | 12 | 9.1
nand2b_1 | 3 | 3.8
nand3_1 | 2 | 2.0
nand3b_1 | 1 | 1.5
nor2_1 | 2 | 1.5
nor2b_1 | 3 | 3.8
nor3_4 | 1 | 3.3
o21ai_0 | 11 | 11
o31ai_1 | 3 | 4.5
or2_0 | 1 | 1.3
or2_1 | 1 | 1.3
-- routing by layer --
metal | part of all wire, % | track usage, % | up-vias
li1 | - | - | 345
met3 | 7.8 | 1.70 | 0
met5 | 0 | 0 | -
met2 | 47 | 11.0 | 34
met4 | 0 | 0 | 0
met1 | 45 | 8.58 | 314
-- how the worst max path moves through the flow --
stage / startpoint / end / slack, ps / depth (start not counted)
6_report: intPart[0] / expInt[1] / 130 / 7
5_1_grt: intPart[1] / expInt[1] / 5 / 7
4_1_cts: intPart[0] / expInt[1] / 90 / 7
-- metrics by stage --
stage	hold WS, ps	power (mW)	util [%]	setup slack, ps	std cells
after floorplan	1350	0.0368	-	1070	77
after global placement	2400	0.0979	28.6	86.0	166
after detailed placement	2400	0.0979	28.6	86.7	166
after CTS	2410	0.0986	28.6	86.7	166
after global routing	2440	0.109	28.8	5.48	166
final	2400	0.0983	28.8	126	166
-- worst min-delay path: cells and delay by family --
kind          cells  cell delay, ps
buf+inv           2             970
simple gates      2             140
-- cell type report --
type	instances	area, um2
tap	46	57.6
multi-input combinational	64	437
fill	384	2430
inverter	7	26.3
timing repair buffer	49	463
-- power by group through the flow --
stage                 Clock (mW)  Sequential [mW]  Combinational (mW)
after CTS                      0                0              0.0986
after global routing           0                0               0.109
final                          0                0              0.0983
-- placed cells by master, fill, tap and decap left out --
master	count
nor2b_1	2
or2_0	1
inv_1	6
nand2_1	12
nand3_1	2
nand3b_1	1
o31ai_1	3
buf_4	11
o21ai_1	2
nor2b_2	1
a21boi_0	2
a21o_1	3
o21ai_0	9
clkdlybuf4s50_1	38
a21oi_2	2
a21oi_1	4
nand2b_1	3
nor2_1	2
nor3_4	1
and2_1	2
mux2i_1	2
inv_2	1
ha_1	9
or2_1	1
Power figures rest on the tool's default switching activity, not on a simulated workload.
